--- design/flow/config.mk ---
export PLATFORM = sky130hd
export DESIGN_NAME = Digital_Clock
export DESIGN_NICKNAME = Digital_Clock
export VERILOG_FILES = /design/flow/design.v
export SDC_FILE = /design/flow/constraint.sdc
export NUM_CORES = 4
export LEC_CHECK = 1
export CORE_AREA = 10 10 98 98
export DIE_AREA = 0 0 108 108
--- design/flow/constraint.sdc ---
current_design Digital_Clock

set clk_period 4.5
set clk_io_pct 0.2

create_clock -name clk0 -period $clk_period [get_ports {Clk_1sec}]

set non_clock_inputs [all_inputs -no_clocks]
set_input_delay [expr $clk_period * $clk_io_pct] -clock clk0 $non_clock_inputs
set_output_delay [expr $clk_period * $clk_io_pct] -clock clk0 [all_outputs]
--- design/flow/run.sh ---
#!/bin/bash
# OpenROAD 26Q1-2900-gdf79404cd8, Yosys 0.63+post, stock flow scripts
make -C /OpenROAD-flow-scripts/flow DESIGN_CONFIG=/design/flow/config.mk WORK_HOME=/design/flow/orfs finish
--- design/flow/design.v ---
`timescale 1ns/1ps;
module Digital_Clock(
    Clk_1sec,   
    reset,      
    seconds,
    minutes,
    hours);
    input Clk_1sec;  
    input reset;
    output [5:0] seconds;
    output [5:0] minutes;
    output [4:0] hours;
    reg [5:0] seconds;
    reg [5:0] minutes;
    reg [4:0] hours; 
    always @(posedge(Clk_1sec) or posedge(reset))
    begin
        if(reset == 1'b1) begin   
            seconds = 0;
            minutes = 0;
            hours = 0;  end
        else if(Clk_1sec == 1'b1) begin   
            seconds = seconds + 1;  
            if(seconds == 60) begin  
                seconds = 0;   
                minutes = minutes + 1;  
                if(minutes == 60) begin  
                    minutes = 0;   
                    hours = hours + 1;   
                   if(hours ==  24) begin   
                        hours = 0;  
                    end 
                end
            end     
        end
    end     
endmodule
==> results.txt <==
flow finished, numbers: status finished clean, htree depth 1, WP data arrival between 1 and 1.5 ns, # Cells Yosys 88, power density over cell area 217 mW/mm^2, root buf cell clkbuf_8, CP Cell Sequence clkdlybuf4s50_1, average cell area after synthesis slightly above 10 sq um, CTS Buf Count 3, post-synthesis instance total slightly below 90, Routed Antenna Nets 0, DRT Pass-1 Iters 3, hold bufs inserted after CTS 0, DR iter-0 viols 17, routed wire length 2160 um, port buffer count 18, post-CTS setup buffers 0, Die Area 0.0117 sq mm, WP buf/inv 1, DR WL/cell between 10 and 15 um, tool warnings 25, num ports 19, layout cells sized above 1 9.43%, f_max roughly 450 MHz, post_cts resized 0, Yosys reg bits 17, delay-heaviest family, CP buffers and inverters, Hold Startpoint hours[2]$_DFFE_PP0P_, HPWL after DPL ~1700 um, setup violators final 0, Layout Cells excl Fill ~210, crit-path max FO 8, CP max stage delay around 0.55 ns, die y size ~110 um, Syn. warnings 1, TritonCTS clock tree done, CTS clk-pin slew, worst paths approximately 0.06 ns, TritonCTS Sinks 17, final clock skew approximately 0.0033 ns, Synth Seq Share between 40% and 50%, critical path class reg2out, R2R depth 5, first-pass GRT wire length between 3000 and 4000 um, max-cap violation count 0, ANT cells 0, GRT Overall Usage slightly below 4%, Leakage just under 0.5 nW, Initial Util a little under an eighth, synthesized area about 900 sq um, number of global-route vias before repair approximately 680, Rel. slew slack between 50% and 60%, DR vias/cell roughly 3.4, most numerous logic cells after layout clkdlybuf4s50_1, dfrtp_1, nand2_1, o21ai_0, nand4_1, core box area 0.00765 sq mm, WHS roughly 0.55 ns, Late-Pin Clk Latency approximately 0.25 ns, Vias approximately 700, maximum clock path buffer count 2, Final Slew Violations 0, RSZ-0062 raised after global routing no, endpoints failing hold 0, Layout area overhead 34.7%, pin count of the biggest net entering global routing 18, Slowest cell on crit path clkdlybuf4s50_1, Worst EP required about 3.6 ns, dpl cells about 200, r2r setup slk ~2.6 ns, final period utilization just under 50%, Tightest Pin Transition between 0.6 and 0.7 ns, FF-to-FF End hours[0]$_DFFE_PP0P_, min Tclk post-route 2.22 ns, CP Launch Type flop, post-route setup TNS 0 ns, DRC Markers 0, Reg-to-Reg Start seconds[0]$_DFF_PP0_, chip area in the Yosys report 915 sq um, antenna violations before repair 0, CP endpoint kind primary output, Min-Delay Endpoint hours[2]$_DFFE_PP0P_, most numerous logic cell after layout clkdlybuf4s50_1, die span in x 108 um, grt ovf 0, Worst IR Drop VDD about 75 uV, routability congestion estimate from global placement between 0.7 and 0.8, type of the worst min-delay path reg2reg, crit path from seconds[2]$_DFF_PP0_, final core utilization 16.1%, Min-Delay Path Depth 1, Site Rows 32, number of distinct library cells after synthesis 30
[per-layer routing]
| metal | global-route usage [%] | wire (um) |
|---|---|---|
| met1 | 5.33 | 1020 |
| met2 | 5.39 | 921 |
| met3 | 2.05 | 216 |
| met4 | 0.286 | 10 |
| met5 | 0 | 0 |
[final cells by class]
cell class	count	area, sq um
fillers	844	6410
multi-input cells	66	450
flip-flops and latches	17	425
repair buffers	18	180
well taps	102	128
clock buffers	4	45.0
inverters	1	3.75
[worst max-delay path by stage]
stage	end	slack [ns]	cells after the start
5_1_grt	seconds[2]	2.21	1
4_1_cts	seconds[2]	2.26	1
6_report	seconds[2]	2.28	1
[metrics by stage]
step,area (sq um),power [mW],setup WS (ns)
2_1_floorplan,915,0.158,2.86
3_3_place_gp,1190,0.160,2.54
3_5_place_dp,1190,0.160,2.54
4_1_cts,1230,0.273,2.26
5_1_grt,1230,0.280,2.21
6_report,1230,0.267,2.28
[state kept, by name, indices dropped and copies added (netlist names)]
register	flops
hours	5
minutes	6
seconds	6
[synth_stat cells]
cell | instances | share of area [%]
xnor2_1 | 2 | 1.9
o41ai_2 | 1 | 1.8
o31ai_1 | 1 | 0.82
and4_1 | 2 | 1.9
nand3_1 | 3 | 1.6
o21ai_1 | 2 | 1.1
buf_4 | 1 | 0.82
mux2_4 | 2 | 3.3
xor2_1 | 1 | 0.96
ha_1 | 3 | 4.1
and2_1 | 1 | 0.68
and2b_2 | 1 | 0.96
nand4_1 | 5 | 3.4
o211ai_1 | 2 | 1.6
nand3_4 | 1 | 1.9
a31oi_1 | 3 | 2.1
a22o_1 | 2 | 1.9
o2111ai_1 | 2 | 1.9
nand2_1 | 15 | 6.2
and4b_2 | 1 | 1.2
buf_6 | 2 | 2.5
nor2_1 | 4 | 1.6
a21o_1 | 1 | 0.82
a21boi_0 | 1 | 0.82
clkbuf_2 | 1 | 0.55
inv_1 | 1 | 0.41
o21ai_0 | 8 | 4.4
or2_0 | 1 | 0.68
nor2b_4 | 1 | 1.5
dfrtp_1 | 17 | 47
[power by group]
part / internal (mW) / total, mW / switching (mW)
registers: 0.153 / 0.153 / 0
clock network: 0.0627 / 0.111 / 0.0480
logic: 0.000802 / 0.00377 / 0.00296
total: 0.216 / 0.267 / 0.0509
[kinds of logic (layout without fill, tap and decap cells)]
family          after synthesis  count (layout)  synth area share, %
mux                           2               2                 3.28
compound gates               23              23                 17.2
flops                        17              17                 46.5
simple gates                 35              35                 21.8
xor+xnor                      3               3                 2.87
buf+inv                       5              23                 4.24
fa+ha+maj                     3               3                 4.10
Power and IR drop assume default switching activity.
